File: flow/config.mk
export PLATFORM = sky130hd
export DESIGN_NAME = mux31
export DESIGN_NICKNAME = mux31
export VERILOG_FILES = /design/flow/design.v
export SDC_FILE = /design/flow/constraint.sdc
export NUM_CORES = 4
export LEC_CHECK = 1
export CORE_AREA = 10 10 86 86
export DIE_AREA = 0 0 96 96
File: flow/constraint.sdc
current_design mux31

set clk_period 4.6
set clk_io_pct 0.2

create_clock -name clk0 -period $clk_period

set non_clock_inputs [all_inputs -no_clocks]
set_input_delay [expr $clk_period * $clk_io_pct] -clock clk0 $non_clock_inputs
set_output_delay [expr $clk_period * $clk_io_pct] -clock clk0 [all_outputs]
File: flow/design.v
module mux31 (input [31:0] a, b, c, input logic [1:0] sel ,output logic [31:0] out);
    always_comb
    begin
        case(sel)
        2'b00: out = a;
        2'b01: out = b;
        2'b10: out = c;
        default: out = 32'b0;
        endcase
    end
endmodule 
File: flow/run.sh
#!/bin/bash
# OpenROAD 26Q1-2900-gdf79404cd8, Yosys 0.63+post, stock flow scripts
make -C /OpenROAD-flow-scripts/flow DESIGN_CONFIG=/design/flow/config.mk WORK_HOME=/design/flow/orfs finish
==> results.yml <==
# synthesis and place-and-route metrics
grt:
  grt_pass1_wl_mm: 6.54
  antenna_found_initial: 0
  grt_util_met3: 0.0417
  grt_pass1_vias: 1204
  grt_util_met1: 0.0973
  met2_usage: 0.160
  grt-busiest-layer: "met2"
  grt_use_total: 0.0884
  gr-total-overflow: 0
  grt_max_degree: 33
final_timing:
  rsz0062_at_grt: "no"
  max_clock_freq_ghz: 0.275
  finalCritPeriodShare: 0.791
  min_period_ns: 3.64
  slew_headroom: 0.733
  worstMarginPinSlew_ns: 0.401
  setup_violations: 0
  hold_viol: 0
  tns_ns: 0
  fin_ws_ns: 0.961
  report.final.slew_viol_count: 0
setup_path:
  crit_start: "sel[0]"
  slowest_delay_ns: 0.49
  worst_setup_path_start_kind: "input port"
  required_ns: 3.68
  crit_path_end_kind: "output pin"
  crit_type: "in2out"
  crit_chain: "clkdlybuf4s50_1, nor2b_4, buf_4, o2bb2ai_1, clkdlybuf4s50_1"
  path_max_fanout: 23
  cp_slowest_cell: "clkdlybuf4s50_1"
  arrival_ns: 2.72
  cpMostUsedCell: "clkdlybuf4s50_1"
drt:
  wl_per_cell_um: 16.7
  diodes: 0
  first_pass_iters: 2
  ant_nets: 0
  via_count: 1114
  route.detailed.drc: 0
  initialDrtViolationCount: 17
  wirelength_mm: 4.51
  avgViaCountPerCell: 4.13
power_and_ir_drop:
  power_density_nw_per_um2: 88.5
  cellLeakagePower_nw: 0.785
  power_uw: 185
  max-vdd-ir-drop_v: 0.0000358
synth:
  netlist_area_sq_um: 787
  synthCells: 77
  synth_area_per_cell_sq_um: 10.2
  synth.area.top_cells: "mux2i_1 41%, o2bb2ai_1 24%, o2bb2ai_2 19%"
  seq_area_frac_synth: 0
  yosysWarningCount: 1
  top_cell_area_share: 0.407
  yosys.area.top_type: "mux2i_1"
  top_cells_by_count: "32 x mux2i_1, 22 x o2bb2ai_1, 10 x o2bb2ai_2"
  ys_types: 8
  ys_chip_area_sq_um: 787
  yosysCellCount: 77
  synthMostInstantiatedCell: "mux2i_1"
floorplanning:
  die_area_sq_um: 9220
  die_h_um: 96
  rows: 27
  core-area_sq_um: 5540
  fp.dieW_um: 96
  boundaryPins: 130
  fp-utilization: 0.142
place:
  hpwl_mm: 3.91
  placedCellCount: 270
  post-place-ws_ns: 0.933
  place_congestion: 0.752
  portBuffers: 130
finish:
  clkbuf_count: 0
  final_util: 0.376
  syn2layout_area_growth_pct: 165
  final_layout_size_suffix_gt1_frac: 0.0758
  fillCellCount: 572
  seq_cell_count: 0
  seq_area_sq_um: 0
  instances_no_fill: 270
clocking:
  cts_setup_buffers: 0
  cts-resized-gates: 0
  cts_hold_buf: 0
min_path:
  hold_path_startpoint: "b[12]"
  holdPathStages: 3
  min_path_type: "in2out"
  whs_endpoint: "out[12]"
run:
  cap_violations: 0
  tool_warnings: 32
outcome:
  status: "finished clean"
cell usage in the layout (no fill, tap or decap), drive strengths merged:
cell and instances:
buf 4, clkdlybuf4s50 129, nor2b 1, o2bb2ai 32, mux2i 32
worst max path at each step:
stage	to	slack (ns)
after CTS	out[30]	0.92
after global routing	out[30]	0.83
final	out[30]	0.96
final cells by class:
type                            count  area (sq um)  area share
Timing Repair Buffer              133          1320       0.632
Multi-Input combinational cell     65           677       0.325
Tap cell                           72          90.1      0.0432
kinds of logic (layout without fill, tap and decap cells):
kind of cell           count (synthesis)  count (layout)  synth area share
muxes                                 32              32             0.407
AOI/OAI and AO/OA                     32              32             0.436
and+or+nand+nor                        1               1            0.0175
buffers and inverters                 12             133             0.140
per-layer routing:
metal	routed length, um	up-vias
met2	2120	73
met5	0	-
met3	659	0
met1	1720	480
met4	0	0
li1	-	561
report_power, final:
part / total (mW) / leakage [nW] / internal [mW] / switching, mW
clock network: 0 / 0 / 0 / 0
logic: 0.185 / 0.785 / 0.137 / 0.0473
registers: 0 / 0 / 0 / 0
critical path: cells and delay by family:
family	cells	cell delay [ns]
AND-OR/OR-AND	1	0.17
buffers and inverters	3	1.34
AND/OR/NAND/NOR	1	0.28
stage by stage:
stage / hold slack [ns] / instance area [sq um]
2_1_floorplan: 1.90 / 787
3_3_place_gp: 2.77 / 2090
3_5_place_dp: 2.76 / 2090
4_1_cts: 2.76 / 2090
5_1_grt: 2.79 / 2090
6_report: 2.76 / 2090
No activity file was given, so power comes from the tool's default toggle rates.
